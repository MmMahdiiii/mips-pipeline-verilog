### flow/config.mk
export PLATFORM = sky130hd
export DESIGN_NAME = dmem
export DESIGN_NICKNAME = dmem
export VERILOG_FILES = /design/flow/design.v
export SDC_FILE = /design/flow/constraint.sdc
export NUM_CORES = 4
export LEC_CHECK = 1
export CORE_UTILIZATION = 30
export SYNTH_HDL_FRONTEND = slang
### flow/constraint.sdc
current_design dmem

set clk_period 54.5
set clk_io_pct 0.2

create_clock -name clk0 -period $clk_period [get_ports {clk}]

set non_clock_inputs [all_inputs -no_clocks]
set_input_delay [expr $clk_period * $clk_io_pct] -clock clk0 $non_clock_inputs
set_output_delay [expr $clk_period * $clk_io_pct] -clock clk0 [all_outputs]
### flow/design.v
`timescale 1 ns/10 ps   
module dmem (clk, wr, addr, din, dout);
	input clk;
	input wr;
	input [5:0] addr;
	input [31:0] din;	
	output [31:0] dout; 
  	reg [31:0] rb [0:63];  
  	initial $readmemb("mem.bin", rb);
	always @(posedge clk)
    if(clk)  
        if (wr)
        	rb[addr] = din;
	assign dout = rb[addr]; 
endmodule
### flow/mem.bin
00000000000000000000000000000000
00000000000000000000000000000001
00000000000000000000000000000010
00000000000000000000000000000011
00000000000000000000000000000100
00000000000000000000000000000101
00000000000000000000000000000110
00000000000000000000000000000111
00000000000000000000000000001000
00000000000000000000000000001001
00000000000000000000000000001010
00000000000000000000000000001011
00000000000000000000000000001100
00000000000000000000000000001101
00000000000000000000000000001110
00000000000000000000000000001111
00000000000000000000000000010000
00000000000000000000000000010001
00000000000000000000000000010010
00000000000000000000000000010011
00000000000000000000000000010100
00000000000000000000000000010101
00000000000000000000000000010110
00000000000000000000000000010111
00000000000000000000000000011000
00000000000000000000000000011001
00000000000000000000000000011010
00000000000000000000000000011011
00000000000000000000000000011100
00000000000000000000000000011101
00000000000000000000000000011110
00000000000000000000000000011111
00000000000000000000000000100000
00000000000000000000000000100001
00000000000000000000000000100010
00000000000000000000000000100011
00000000000000000000000000100100
00000000000000000000000000100101
00000000000000000000000000100110
00000000000000000000000000100111
00000000000000000000000000101000
00000000000000000000000000101001
00000000000000000000000000101010
00000000000000000000000000101011
00000000000000000000000000101100
00000000000000000000000000101101
00000000000000000000000000101110
00000000000000000000000000101111
00000000000000000000000000110000
00000000000000000000000000110001
00000000000000000000000000110010
00000000000000000000000000110011
00000000000000000000000000110100
00000000000000000000000000110101
00000000000000000000000000110110
00000000000000000000000000110111
00000000000000000000000000111000
00000000000000000000000000111001
00000000000000000000000000111010
00000000000000000000000000111011
00000000000000000000000000111100
00000000000000000000000000111101
00000000000000000000000000111110
00000000000000000000000000111111
### flow/run.sh
#!/bin/bash
# OpenROAD 26Q1-2900-gdf79404cd8, Yosys 0.63+post, stock flow scripts
make -C /OpenROAD-flow-scripts/flow DESIGN_CONFIG=/design/flow/config.mk WORK_HOME=/design/flow/orfs finish
==> impl_metrics.json <==
{
  "run_status": "completed",
  "area_delta_synth_final_pct": 27.6,
  "gpl.final_weighted_congestion": 0.874,
  "area_inside_the_core_boundary_sq_um": 260000,
  "synth_largest_type_area_fraction_pct": 78.1,
  "holdCritPathClass": "clk2reg",
  "dpl.cell_count": 7813,
  "detailroute.via_count": 51800,
  "critPathKind": "clk2reg",
  "crit_fanout": 7,
  "fp_util_pct": 30.3,
  "asyncSetResetFlopFracSynth_pct": 0,
  "number_of_antenna_violations_at_the_first_check_in_global_routing": 21,
  "tightestPinTransition_ps": 1180,
  "synth-cells-yosys": 4437,
  "synthesis.yosys.warnings": 0,
  "average_footprint_of_a_synthesized_cell_sq_um": 17.7,
  "fp.dieH_um": 514,
  "drive_gt1_share_pct": 21.9,
  "highest_count_cells_in_the_layout_ignoring_fill_and_taps": "2,048 x sky130_fd_sc_hd__edfxtp_1, 547 x sky130_fd_sc_hd__clkbuf_16, 238 x sky130_fd_sc_hd__mux2i_1",
  "port_buffers": 71,
  "fin_cells": 8704,
  "worst-endpoint-required_ps": 55250,
  "nFillCells": 22600,
  "cts-resized-gates": 0,
  "first_pass_grt_wire_length_um": 417000,
  "drt_first_pass_iters": 9,
  "finalSetupViolCount": 0,
  "final_antenna_net_count": 0,
  "yosys-top-cells-area": "sky130_fd_sc_hd__edfxtp_1 78%, sky130_fd_sc_hd__mux2i_1 3.0%, sky130_fd_sc_hd__a221oi_1 2.6%, sky130_fd_sc_hd__a22oi_1 2.0%, sky130_fd_sc_hd__mux2_2 2.0%",
  "global_route.overflow_total": 0,
  "drt_iter0_markers": 6445,
  "p_leak_nw": 32.1,
  "ir_drop_mv": 0.0491,
  "total_power_mw": 3.31,
  "slew_headroom_pct": 21.3,
  "post-cts-setup-buffer-count": 0,
  "hold_path_startpoint": "clk",
  "enable_flop_cells": 2048,
  "max_cap_viol_count": 0,
  "synthFlopType": "sky130_fd_sc_hd__edfxtp_1",
  "timing.critical_path.from_type": "clock port",
  "yosys.stat.chipArea_sq_um": 78700,
  "setup_tns_ps": 0,
  "floorplan.rows": 187,
  "cts.reportedPaths.clkPinSlew_ps": 70,
  "synth.largest_area_cell": "sky130_fd_sc_hd__edfxtp_1",
  "ys_seq_elements": 2048,
  "critical_path.endpoint_type": "flip-flop",
  "cellPowerDensity_nw_per_um2": 32.9,
  "final_max_slew_viol_count": 0,
  "cts_hold_buf": 0,
  "die_x_um": 514,
  "viasPerCell": 5.95,
  "io_pins": 72,
  "cts_tree": "done",
  "wire_per_inst_um": 34.5,
  "rsz0062_at_grt": "no",
  "report.final.hold_viol_count": 0,
  "global_route.usage.total_pct": 25.3,
  "lay_top_count": "sky130_fd_sc_hd__edfxtp_1",
  "wirelength_um": 300000,
  "synth_seq_share_pct": 78.1,
  "synth_cells": 4437,
  "syn-cell-area_sq_um": 78700,
  "yosys.cell_types.count": 67,
  "hold_depth": 19,
  "pin_count_of_the_biggest_net_entering_global_routing": 84,
  "grt_pass1_vias": 57700,
  "whs_endpoint": "rb[1550]",
  "route.detailed.drc": 0,
  "largest_reg_flops": 2048,
  "hpwlAfterDp_um": 135000,
  "worst_ep_arrival_time_ps": 30090,
  "tool_warnings": 27,
  "chip_area_sq_um": 264000
}
-- final cells by class --
cell class	instances	area, sq um	area share, %
diodes	11	27.5	0.0274
clock buffers	607	13900	13.9
clock inverters	273	3220	3.20
inverters	5	28.8	0.0287
multi-input cells	2059	15700	15.7
flip-flops and latches	2048	61500	61.2
well taps	3496	4370	4.35
repair buffers	205	1650	1.65
-- critical path: stages --
cell and delay, ps:
sky130_fd_sc_hd__clkbuf_16 120, sky130_fd_sc_hd__clkbuf_16 130, sky130_fd_sc_hd__clkbuf_16 130, sky130_fd_sc_hd__clkbuf_16 140, sky130_fd_sc_hd__clkbuf_16 140, sky130_fd_sc_hd__clkbuf_16 140
sky130_fd_sc_hd__clkbuf_16 140, sky130_fd_sc_hd__clkbuf_16 140, sky130_fd_sc_hd__clkbuf_16 140, sky130_fd_sc_hd__clkbuf_16 120, sky130_fd_sc_hd__and2_0 190, sky130_fd_sc_hd__clkbuf_16 180
sky130_fd_sc_hd__clkbuf_16 140, sky130_fd_sc_hd__nand2_1 90, sky130_fd_sc_hd__clkbuf_16 160, sky130_fd_sc_hd__clkbuf_16 150, sky130_fd_sc_hd__nor2_1 60, sky130_fd_sc_hd__clkbuf_16 260
sky130_fd_sc_hd__clkbuf_16 230
-- synthesized netlist by cell type, types with 8 or more instances --
master                         n
sky130_fd_sc_hd__or4_1        10
sky130_fd_sc_hd__a221oi_1    231
sky130_fd_sc_hd__nor2b_1      11
sky130_fd_sc_hd__a21oi_1     184
sky130_fd_sc_hd__clkbuf_1    109
sky130_fd_sc_hd__a22oi_1     212
sky130_fd_sc_hd__buf_6        10
sky130_fd_sc_hd__o22a_1       10
sky130_fd_sc_hd__nand2_1     103
sky130_fd_sc_hd__nand4_1      12
sky130_fd_sc_hd__a31oi_1       9
sky130_fd_sc_hd__o21ai_0     167
sky130_fd_sc_hd__nor3_1       21
sky130_fd_sc_hd__and3_1        8
sky130_fd_sc_hd__a221o_1      56
sky130_fd_sc_hd__buf_1        41
sky130_fd_sc_hd__a211o_1      13
sky130_fd_sc_hd__mux4_2       47
sky130_fd_sc_hd__nand3_1      28
sky130_fd_sc_hd__o22ai_1      79
sky130_fd_sc_hd__mux2_2      138
sky130_fd_sc_hd__mux2i_1     238
sky130_fd_sc_hd__buf_4        41
sky130_fd_sc_hd__a22o_1       50
sky130_fd_sc_hd__a211oi_1     24
sky130_fd_sc_hd__o2bb2ai_1    17
sky130_fd_sc_hd__a222oi_1     18
sky130_fd_sc_hd__buf_2       124
sky130_fd_sc_hd__o221ai_1     37
sky130_fd_sc_hd__o211ai_1     17
sky130_fd_sc_hd__nor2_1      227
sky130_fd_sc_hd__edfxtp_1   2048
-- cell families after synthesis --
kind of cell,Yosys count,share of synthesized area (%)
AOI/OAI and AO/OA,1171,10.8
buffers and inverters,330,2.06
DFF,2048,78.1
muxes,425,6.38
and+or+nand+nor,463,2.63
-- stage by stage --
| step | utilization (%) | cell area (sq um) | hold WS [ps] | setup WS [ps] |
|---|---|---|---|---|
| CTS | 38.6 | 100000 | 1810 | 25120 |
| floorplan | - | 78700 | 2340 | 25980 |
| finish | 38.6 | 100000 | 1710 | 25160 |
| detailed placement | 32.0 | 83300 | 2290 | 26000 |
| global route | 38.6 | 100000 | 1840 | 25060 |
| global placement | 32.0 | 83300 | 2290 | 26000 |
-- how the worst max path moves through the flow --
stage     endpoint  depth (start not counted)  from  slack [ps]
6_report  rb[1112]                         19   clk       25160
4_1_cts   rb[1522]                         19   clk       25120
5_1_grt   rb[1513]                         19   clk       25060
-- where the power goes --
part	switching, mW	leakage [nW]	internal [mW]
combinational	0.139	6.14	0.0559
clock	0.609	7.59	0.747
sequential	0.00431	18.4	1.75
-- routing by layer --
| layer | GRT usage (%) | share of wire (%) |
|---|---|---|
| met5 | 12.5 | 0.88 |
| met4 | 21.8 | 9.4 |
| met3 | 32.4 | 23 |
| met2 | 26.9 | 38 |
| met1 | 20.8 | 28 |
Power and IR drop assume default switching activity.
